===== flow/run.sh =====
#!/bin/bash
# OpenROAD 26Q1-2900-gdf79404cd8, Yosys 0.63+post, stock flow scripts
make -C /OpenROAD-flow-scripts/flow DESIGN_CONFIG=/design/flow/config.mk WORK_HOME=/design/flow/orfs finish

===== flow/design.v =====
`timescale 1ns / 1ps
module bilinear_calculation
(
    input vin_clk,
    input rst_n,
    input frame_sync_n,
    input [15:0] vout_t_x,
    input [15:0] vout_t_y,
    input coo_valid,
	input [16:0] coefficient1,
	input [16:0] coefficient2,
	input [16:0] coefficient3,
	input [16:0] coefficient4,
    input [15:0] doutbx,
	input [15:0] doutbx1,
	input [15:0] doutby,
	input [15:0] doutby1,
    output reg [15:0] vout_wr_x,
    output reg [15:0] vout_wr_y,
    output reg [15:0] vout_wr_dat,
    output reg vout_wr_valid
);
wire [47:0]	vin_r1 = coefficient1*coefficient3*doutbx[15:11];
wire [47:0]	vin_r2 = coefficient2*coefficient3*doutbx1[15:11];
wire [47:0]	vin_r3 = coefficient1*coefficient4*doutby[15:11];
wire [47:0]	vin_r4 = coefficient2*coefficient4*doutby1[15:11];
wire [47:0]	vin_g1 = coefficient1*coefficient3*doutbx[10:5];
wire [47:0]	vin_g2 = coefficient2*coefficient3*doutbx1[10:5];
wire [47:0]	vin_g3 = coefficient1*coefficient4*doutby[10:5];
wire [47:0]	vin_g4 = coefficient2*coefficient4*doutby1[10:5];
wire [47:0]	vin_b1 = coefficient1*coefficient3*doutbx[4:0];
wire [47:0]	vin_b2 = coefficient2*coefficient3*doutbx1[4:0];
wire [47:0]	vin_b3 = coefficient1*coefficient4*doutby[4:0];
wire [47:0]	vin_b4 = coefficient2*coefficient4*doutby1[4:0];
wire [47:0] reg_r = vin_r1 + vin_r2 + vin_r3 + vin_r4;
wire [47:0] reg_g = vin_g1 + vin_g2 + vin_g3 + vin_g4;
wire [47:0] reg_b = vin_b1 + vin_b2 + vin_b3 + vin_b4;
always @(posedge vin_clk) begin
    if(~frame_sync_n || ~rst_n) begin
        vout_wr_valid <= 0;
        vout_wr_dat <= 16'hFF00;
    end
    else begin
        if(coo_valid) begin
            vout_wr_valid <= 1;
            vout_wr_x <= vout_t_x;
            vout_wr_y <= vout_t_y;
            vout_wr_dat <= {reg_r[36:32], reg_g[36:32], reg_b[36:32]};
        end
        else begin
            vout_wr_valid <= 0;
            vout_wr_x <= 0;
            vout_wr_y <= 0;
            vout_wr_dat <= 16'hFF00;
        end
    end
end
endmodule

===== flow/config.mk =====
export PLATFORM = sky130hd
export DESIGN_NAME = bilinear_calculation
export DESIGN_NICKNAME = bilinear_calculation
export VERILOG_FILES = /design/flow/design.v
export SDC_FILE = /design/flow/constraint.sdc
export NUM_CORES = 4
export LEC_CHECK = 1
export CORE_UTILIZATION = 40

===== flow/constraint.sdc =====
current_design bilinear_calculation

set clk_period 33.5
set clk_io_pct 0.2

create_clock -name clk0 -period $clk_period [get_ports {vin_clk}]

set non_clock_inputs [all_inputs -no_clocks]
set_input_delay [expr $clk_period * $clk_io_pct] -clock clk0 $non_clock_inputs
set_output_delay [expr $clk_period * $clk_io_pct] -clock clk0 [all_outputs]

==> impl_metrics.csv <==
group,metric,value,unit
critical_path,worst-path-max-fanout,34,
placement,gp_congestion,0.966,
yosys,syn_avg_cell_area,8.83,µm²
layout,fill_cells,23800,
sta,grt_setup_unrepaired,"no",
critical_path,cpMaxStageDelayCell,"fa_1",
die,die_w,503,µm
die,rows,183,
yosys,synthFlopType,"edfxtp_1",
die,core-area,249000,µm²
placement,io_buffers,216,
worst_hold_path,min_path_type,"input pin to register",
yosys,synthCells,11400,
grt,antenna_found_initial,11,
yosys,largest_area_cell,"fa_1",
yosys,async_flop_share,0,%
grt,grt_util_all_layers,25.2,%
yosys,top_area_share,55.1,%
clocking,cts_setup_buffers,0,
critical_path,arrival,20440,ps
clocking,cts-root-buf,"clkbuf_16",
critical_path,critical_path_class,"input pin to register",
critical_path,endpoint_kind,"register",
layout,layout-drive-gt1-share,3.25,%
clocking,cts.sinks,49,
clocking,cts_made_buffers,5,
grt,grt_start_max_net_pins,38,
sta,fmax,49.4,MHz
detailed_routing,routed_wl,278,mm
grt,grt-ovfl-total,0,
clocking,cts_hold_buf,0,
critical_path,cp.required,33700,ps
detailed_routing,ant_nets,0,
sta,finalWorstSetupSlack,13260,ps
placement,preCtsSetupSlack,12990,ps
critical_path,startpoint_type,"input pin",
layout,regArea,1300,µm²
sta,fin_tns_setup,0,ps
detailed_routing,route.detailed.drc,0,
sta,layout_min_cycle_time,20240,ps
critical_path,crit_top_cell,"fa_1",
yosys,numSynthFlops,49,
die,die_h,503,µm
sta,report.final.hold_viol_count,0,
die,initCoreUtil,40.3,%
detailed_routing,first_pass_iters,7,
yosys,ys_seq_share,1.30,%
clocking,h-tree-depth,2,
die,die_area,253000,µm²
die,ios,217,
yosys,synth-edff-count,32,
run_status,status,"complete, no violations",
sta,relSlewSlack,43.7,%
yosys,synth_chip_area,100000,µm²
detailed_routing,drtIter0Drc,2587,
yosys,ys_cells,11400,
yosys,yosys-top-cells-area,"fa_1 55%, inv_1 11%, nand2_1 8.2%",
clocking,max-clock-path-buffers,2,
clocking,clk_pin_slew,80,ps
detailed_routing,wire_per_inst,19.0,µm
sta,final-max-slew-violation-count,0,
grt,first_global_vias,81500,
layout,comb_area,85800,µm²
critical_path,slowest_delay,550,ps
detailed_routing,viasPerCell,4.89,
sta,tightest_slew,842,ps
placement,dp_hpwl,229,mm
yosys,syn-cell-area,100000,µm²
layout,syn2layout_area_growth,6.61,%
detailed_routing,via_count,71500,
layout,post-route-util,42.9,%
flow_run,max_cap_violations,0,
grt,grt_first_pass_wirelength,457,mm
sta,finalSetupViolCount,0,
clocking,cts_tree,"yes",
yosys,yosysWarnings,1,
sta,period_used_share,60.4,%
flow_run,tool_warnings,25,
yosys,synth.distinct_cells,84,
clocking,ctsResizeCount,0,
## flip-flops by register name, summed over array words and instances, names as in the netlist
signal         cells
vout_wr_dat       16
vout_wr_x         16
vout_wr_y         16
vout_wr_valid      1
## final timing paths
| path | start | endpoint | slack [ps] | cells after the start |
|---|---|---|---|---|
| min | vout_t_x[3] | vout_wr_x[3]$_SDFFCE_PN0N_ | 7050 | 2 |
| max | coefficient3[3] | vout_wr_dat[9]$_SDFF_PP1_ | 13260 | 51 |
## layout make-up
class                           count  share of cell area (%)
Antenna cell                        2                 0.00468
Tap cell                         3330                    3.89
Clock buffer                        5                   0.117
Timing Repair Buffer              492                    3.93
Inverter                         3011                    10.6
Multi-Input combinational cell   7718                    80.2
Sequential cell                    49                    1.22
Clock inverter                      3                  0.0269
## critical path: cells and delay by family
| kind | cells | cell delay [ps] |
|---|---|---|
| compound gates | 11 | 2060 |
| xor+xnor | 5 | 1490 |
| fa+ha+maj | 15 | 7280 |
| buf+inv | 13 | 1800 |
| simple gates | 7 | 1040 |
## per-layer routing
| layer | vias to the layer above | GRT usage, % | share of wire (%) |
|---|---|---|---|
| li1 | 31900 | - | - |
| met5 | - | 0.476 | 0.062 |
| met4 | 10 | 3.21 | 1.6 |
| met2 | 2807 | 38.5 | 47 |
| met1 | 36400 | 32.3 | 37 |
| met3 | 305 | 15.2 | 15 |
## stage by stage
step | cell area (µm²) | cells | hold slack, ps
2_1_floorplan | 100000 | 11400 | 6900
3_3_place_gp | 107000 | 14600 | 7360
3_5_place_dp | 107000 | 14600 | 7360
4_1_cts | 107000 | 14600 | 7020
5_1_grt | 107000 | 14600 | 7030
6_report | 107000 | 14600 | 7050
## synth_stat cells, drive strengths merged (3+ instances only)
master	instances
inv	3010
fa	2763
nand2	2185
and2	1118
ha	640
clkbuf	584
a21oi	122
xnor2	122
nand2b	85
o21ai	79
a21o	74
nor2	74
and3	61
xor2	49
nand3	44
nor2b	33
edfxtp	32
nor3	26
nand4	24
o21a	24
a211oi	22
o21bai	18
dfxtp	17
o211ai	15
mux2	14
a31oi	12
a21boi	11
a2111oi	10
and4	8
buf	8
xnor3	8
a211o	7
a221oi	5
a31o	5
o31ai	5
or2	5
mux2i	4
or3	4
nand3b	3
nor4	3
nor4b	3
## cells in the final DEF (no fill, tap or decap), drive strengths merged, types with 7 or more instances in the layout
| cell type | Yosys | final |
|---|---|---|
| a2111oi | 10 | 10 |
| a211o | 7 | 7 |
| a211oi | 22 | 22 |
| a21boi | 11 | 11 |
| a21o | 74 | 74 |
| a21oi | 122 | 122 |
| a31oi | 12 | 12 |
| and2 | 1118 | 1118 |
| and3 | 61 | 61 |
| and4 | 8 | 8 |
| buf | 8 | 283 |
| clkdlybuf4s50 | 0 | 209 |
| dfxtp | 17 | 17 |
| edfxtp | 32 | 32 |
| fa | 2763 | 2763 |
| ha | 640 | 640 |
| inv | 3010 | 3012 |
| mux2 | 14 | 14 |
| nand2 | 2185 | 2185 |
| nand2b | 85 | 85 |
| nand3 | 44 | 44 |
| nand4 | 24 | 24 |
| nor2 | 74 | 74 |
| nor2b | 33 | 33 |
| nor3 | 26 | 26 |
| o211ai | 15 | 15 |
| o21a | 24 | 24 |
| o21ai | 79 | 79 |
| o21bai | 18 | 18 |
| xnor2 | 122 | 122 |
| xnor3 | 8 | 8 |
| xor2 | 49 | 49 |
## cells by family (layout without fill, tap and decap cells)
group	Yosys count	in the layout	share of synthesized area (%)
compound gates	437	437	2.90
xor+xnor	181	181	1.73
fa+ha+maj	3403	3403	63.1
buf+inv	3603	3511	13.5
flops	49	49	1.30
mux	18	18	0.197
other cells	0	2	0
simple gates	3679	3679	17.3
