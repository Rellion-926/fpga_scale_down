`design/flow/run.sh`:
```
#!/bin/bash
# OpenROAD 26Q1-2900-gdf79404cd8, Yosys 0.63+post, stock flow scripts
make -C /OpenROAD-flow-scripts/flow DESIGN_CONFIG=/design/flow/config.mk WORK_HOME=/design/flow/orfs finish
```
`design/flow/config.mk`:
```
export PLATFORM = sky130hd
export DESIGN_NAME = vin_ctrl
export DESIGN_NICKNAME = vin_ctrl
export VERILOG_FILES = /design/flow/design.v
export SDC_FILE = /design/flow/constraint.sdc
export NUM_CORES = 4
export LEC_CHECK = 1
export CORE_UTILIZATION = 30
```
`design/flow/constraint.sdc`:
```
current_design vin_ctrl

set clk_period 8.7
set clk_io_pct 0.2

create_clock -name clk0 -period $clk_period [get_ports {vin_clk}]

set non_clock_inputs [all_inputs -no_clocks]
set_input_delay [expr $clk_period * $clk_io_pct] -clock clk0 $non_clock_inputs
set_output_delay [expr $clk_period * $clk_io_pct] -clock clk0 [all_outputs]
```
`design/flow/design.v`:
```
`timescale 1ns / 1ps
module vin_ctrl
(
    input vin_clk,
    input rst_n,
    input frame_sync_n,
    input [15:0] vin_dat,
    input vin_valid,
    input vout_ready,
    input [15:0] vin_xres,
    input [15:0] vin_yres,
    output reg wr_valid,
    output [15:0] vin_wr_x,
    output [15:0] vin_wr_y,
    output [15:0] vin_wr_dat
);
reg [15:0] vin_x;
reg [15:0] vin_y;
reg ini_stat;
always @(posedge vin_clk) begin
    if(~frame_sync_n || ~rst_n) begin
        vin_x <= 0;
        vin_y <= 0;
    end
    else 
        if(vin_valid && vout_ready) begin
            if(ini_stat) begin
                vin_x <= 0;
            end
            else begin
                if(vin_valid && vout_ready) begin
                    if(vin_x < vin_xres - 1) begin
                        vin_x <= vin_x + 1;
                    end
                    else begin
                        vin_x <= 0;
                        vin_y <= vin_y + 1;
                    end
                end
                else begin
                    vin_x <= 0;
                    vin_y <= 0;
                end
            end
        end
end
always @(posedge vin_clk) begin
    if(~frame_sync_n || ~rst_n) begin
        ini_stat <= 1;
    end
    else 
        if(vin_valid && vout_ready) begin
            if(ini_stat) begin
                ini_stat <= 0;
            end
        end
        else
            ini_stat <= 1;
end
always @(*) begin
    if(~frame_sync_n || ~rst_n)
        wr_valid <= 0;
    else begin
        if(vin_valid && vout_ready) begin
            if(vin_y <= vin_yres - 1)
                wr_valid <= 1;
            else
                wr_valid <= 0;
        end
        else
            wr_valid <= 0;
    end
end
assign vin_wr_y = vin_y;
assign vin_wr_x = vin_x;
assign vin_wr_dat = vin_dat;
endmodule
```
==> Table 3: Implementation characteristics <==
Physical design parameters

Parameter                              Value

Run status
  Result of the run .................. completed

Synth
  Unique masters post-synth .................. approximately 55
  Fraction of synthesis flops using an asynchronous set or reset pin .................. 0%
  Synth flops .................. 33
  Chip area in the Yosys report .................. 0.00315 mm²
  Area share of the largest cell type after synthesis .................. 21.0%
  Sequential area share after synthesis .................. 21.0%
  Library cell occupying the most area in the post-synthesis netlist .................. dfxtp_1
  Cell types occupying the most area after synthesis .................. dfxtp_1 (21%), ha_1 (14%), nand2_1 (6.3%)
  Synthesized instance count .................. between 300 and 400
  Most common reg cell .................. dfxtp_1
  Post-Synthesis Cell Area .................. 0.00315 mm²
  Count of library flops with an enable pin .................. 0
  Yosys cell count .................. 391
  Warnings, synthesis .................. 1
  Mean area per synthesized cell .................. just over 8 µm²

Die
  Overall die height .................. 104 µm
  Number of top-level design ports .................. between 100 and 150
  Full die area .................. 0.0109 mm²
  Pre-placement core utilization .................. 30.7%
  Core footprint .................. 0.0102 mm²
  Die boundary width .................. 104 µm
  Std-Cell Rows .................. 37

Finish
  Commonest non-fill, non-tap cells in the layout .................. clkdlybuf4s50_1 (69), nand2_1 (53), ha_1 (35), dfxtp_1 (33), xnor2_1 (22)
  Area Overhead vs Synth .................. 24.0%
  Tally of non-filler cells in the final layout .................. 580
  Most instantiated logic cell after routing .................. clkdlybuf4s50_1
  Share of layout cells above drive strength 1 .................. 7.66%

Worst setup path
  Path length in cells of the critical path .................. 15
  Critical path startpoint category .................. input port
  Required time at the worst-slack endpoint .................. ~7.0 ns
  Setup slack on the worst flop-to-flop path .................. 5.94 ns
  Buffers and inverters on the worst path .................. 2
  Maximum fanout along the worst path .................. 3
  Worst Setup End Kind .................. primary output
  Number of cells on the worst reg-to-reg path .................. 8
  Critical Path Sink .................. wr_valid
  Delay-heaviest family, CP .................. simple AND/OR/NAND/NOR gates
  Critical path class .................. input port to primary output
  Maximum cell stage delay along the critical path .................. roughly 0.50 ns
  Worst-path cell chain .................. clkdlybuf4s50_1 -> nor3_1 -> nand2_1 -> nor3_1 -> nand2_1 -> nor2_1 -> xnor2_1 -> ha_1 -> nand2_1 -> or2_2 -> or4_1 -> o21ai_0 -> a21oi_1 -> o22ai_1 -> clkdlybuf4s50_1
  Critical Path AT .................. approximately 5.3 ns
  Beginning of the critical path .................. vin_yres[2]
  Worst R2R End .................. vin_y[10]
  Launch instance of the worst register-to-register path .................. vin_x[13]
  Cell type with the highest occurrence count on the critical path .................. nand2_1
  Critical path's slowest cell .................. or4_1

Power
  Leakage power total .................. 1.39 nW
  Pwr Density .................. 81.1 mW/mm²
  VDD IR max .................. 0.0000511 V
  Final total power .................. about 320 µW

Final timing
  Final setup violating endpoints .................. 0
  Setup skew after layout .................. 0.0111 ns
  Setup TNS .................. 0 ns
  Achievable clock frequency .................. 0.141 GHz
  Unrepaired setup endpoints after global routing .................. false
  Crit path time final .................. 7.08 ns
  Slew at the pin closest to its max-slew limit .................. 0.735 ns
  Final number of hold-violating endpoints .................. 0
  Relative max-transition margin .................. 50.7%
  Final worst path period share .................. 81.4%
  Number of max-slew violations in the final report .................. 0

Global routing
  Global Route Usage Sum .................. 13.8%
  Antenna violations before repair .................. 0
  First-pass GRT wire length .................. 12500 µm
  Grt ovf .................. 0
  Maximum number of pins on one net before global-route repair .................. about 44
  Number of global-route vias before repair .................. roughly 2600

Clock tree
  Post-CTS clock slew at the launch and capture registers of the worst setup and hold paths .................. ~0.07 ns
  Maximum level of the CTS H-tree .................. 2
  CTS sink cnt .................. 33
  CTS Buffer Depth .................. 2
  Root cell of the clock tree .................. clkbuf_8
  Cts-stage hold buffer count .................. 0
  TritonCTS clock tree .................. done
  CTS buffer count .................. 5
  Buffer count from post-CTS setup fixing .................. 0
  Insertion delay to the later sink of the worst-skew pair .................. 0.29 ns
  Number of resized instances in the post-cts repair step .................. 0

Place
  Number of placed instances with taps included .................. 572
  Detailed placement HPWL .................. 5960 µm
  I/O Buffers .................. between 60 and 70
  Global placer's final weighted congestion .................. 0.888

Detailed routing
  Number of antenna-violating nets in the routed design .................. 0
  Number of design-rule violations left by the first detailed-router iteration .................. 121
  Routed vias .................. 2911
  Final routed wire length divided by cell count .................. 13.0 µm
  Number of diodes added for antenna fixing .................. 0
  DRC violation count after routing .................. 0
  First-pass detailed-route iteration total .................. 4
  Routed wire length .................. 7520 µm
  Vias per Instance .................. 5.02

Min path
  Min-delay worst type .................. flip-flop to flip-flop
  Hold wc startpoint .................. vin_x[15]

Job
  Tool Warnings .................. 25
  Reported max-cap violation count .................. 0
==> flip-flops by register name (all words and copies together) (netlist names) <==
name	cells
vin_x	16
vin_y	16
ini_stat	1
==> cell type report <==
type | count | area (µm²)
Fill cell | 994 | 6330
Sequential cell | 33 | 661
Tap cell | 136 | 170
Inverter | 10 | 37.5
Clock buffer | 5 | 68.8
Timing Repair Buffer | 72 | 713
Multi-Input combinational cell | 321 | 2230
Clock inverter | 3 | 17.5
==> cells by family (layout without fill, tap and decap cells) <==
| logic type | count (synthesis) | after routing | synth area share (%) |
|---|---|---|---|
| AND-OR/OR-AND | 84 | 84 | 17.8 |
| adder cells (fa/ha/maj) | 35 | 35 | 13.9 |
| XOR/XNOR | 32 | 32 | 8.91 |
| buffers and inverters | 37 | 90 | 8.39 |
| AND/OR/NAND/NOR | 170 | 170 | 30.0 |
| flip-flops | 33 | 33 | 21.0 |
==> worst min-delay path: stages (launching register included) <==
cell	delay [ns]
dfxtp_1	0.35
nand2_1	0.07
nand2_1	0.04
==> per-layer routing <==
metal,vias up,global-route usage (%),part of all wire [%]
met5,-,0,0
met4,0,1.94,1.1
met3,6,2.69,4.4
met2,55,21.7,46
met1,1308,20.2,49
li1,1542,-,-
==> per-stage QoR <==
step / area (µm²) / setup slack [ns] / hold WS (ns) / util, %
final: 3900 / 1.62 / 0.498 / 38.1
after global routing: 3900 / 1.41 / 0.532 / 38.1
after CTS: 3900 / 1.62 / 0.505 / 38.1
after detailed placement: 3810 / 1.62 / 0.495 / 37.3
after global placement: 3810 / 1.69 / 0.486 / 37.3
after floorplan: 3150 / 2.81 / 0.435 / -
==> synth_stat cells (2+ instances only) <==
cell,count
xnor2_1,22
buf_4,17
nor3_1,11
or3_2,3
nor2_1,21
o221ai_1,6
and3_2,2
and2_1,6
xor2_1,10
nor4_1,10
and4_1,3
nand4_1,9
a31oi_1,2
or4_2,5
buf_6,3
or2_2,2
nand2_1,53
or3_1,3
o211ai_1,9
a21oi_1,21
a21o_1,5
and4_2,2
o21a_1,3
nor2b_1,4
o31ai_1,13
or4_1,8
and3_1,4
nor4b_1,3
nand3_1,10
ha_1,35
dfxtp_1,33
nand2b_1,3
o21ai_0,16
o21ai_1,2
clkbuf_1,3
inv_1,10
==> worst min path at each step <==
| stage | to | slack (ns) | cells past startpoint |
|---|---|---|---|
| 6_report | vin_x[15] | 0.50 | 2 |
| 5_1_grt | vin_x[15] | 0.53 | 2 |
| 4_1_cts | vin_x[15] | 0.51 | 2 |
==> power breakdown <==
group | total (mW) | switching (mW) | internal (mW) | leakage (nW)
registers | 0.151 | 0.000139 | 0.151 | 0.266
logic | 0.0521 | 0.0244 | 0.0277 | 1.08
clock network | 0.113 | 0.0579 | 0.0552 | 0.0439
total | 0.316 | 0.0825 | 0.234 | 1.39
No activity file was given, so power comes from the tool's default toggle rates.
